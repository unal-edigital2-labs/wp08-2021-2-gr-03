==> flow/design.v <==
`timescale 1ns / 1ps
module motores(
    input clk,
    input [2:0] movimiento,
    output reg [3:0] IN			 
);
parameter  P=0, A=1, R=2, GD=3, GI=4;
always @(posedge clk) 
begin
      case(movimiento)
        P:	IN = 4'b0000;
        A:	IN = 4'b0110;
        R:  IN = 4'b1001;
        GD:	IN = 4'b0101;
        GI:	IN = 4'b1010;
      default:
		        IN = 4'b0000;
      endcase
  end
endmodule
==> flow/run.sh <==
#!/bin/bash
# OpenROAD 26Q1-2900-gdf79404cd8, Yosys 0.63+post, stock flow scripts
make -C /OpenROAD-flow-scripts/flow DESIGN_CONFIG=/design/flow/config.mk WORK_HOME=/design/flow/orfs finish
==> flow/config.mk <==
export PLATFORM = sky130hd
export DESIGN_NAME = motores
export DESIGN_NICKNAME = motores
export VERILOG_FILES = /design/flow/design.v
export SDC_FILE = /design/flow/constraint.sdc
export NUM_CORES = 4
export LEC_CHECK = 1
export CORE_AREA = 10 10 70 70
export DIE_AREA = 0 0 80 80
==> flow/constraint.sdc <==
current_design motores

set clk_period 1.0
set clk_io_pct 0.2

create_clock -name clk0 -period $clk_period [get_ports {clk}]

set non_clock_inputs [all_inputs -no_clocks]
set_input_delay [expr $clk_period * $clk_io_pct] -clock clk0 $non_clock_inputs
set_output_delay [expr $clk_period * $clk_io_pct] -clock clk0 [all_outputs]
==> qor.csv <==
metric,value,unit
status,"finished, final reports clean",
aoi share,0,%
total die area,6400,µm²
I/O Buffers,7,
Placer Congestion,0.665,
Post-Syn Instances,10,
Required @ worst endpoint,800,ps
first-pass GRT wire length,531,µm
Fillers,410,
Post-route DRC,0,
Die Width,80,µm
Fin. Hold Viols,0,
CP Data Arrival Time,750,ps
Unique cell types,4,
yosys stat area,123,µm²
max_cap viols,0,
first drt pass iteration count,2,
Slowest cell on crit path,dfxtp_1,
area delta synth->final,120,%
Routed Antenna Nets,0,
initial antenna violation count,0,
mux share,0,%
# setup viols final,0,
CTS buffer count,3,
Clock Sinks,4,
"slowest stage delay, CP",290,ps
Buf/Inv on CP,1,
die height,80,µm
largest net degree at the start of global routing,5,
gr usage total,1.25,%
hold_ws,568,ps
Resized Gates After CTS,4,
achievable frequency,1060,MHz
Worst Setup Start Kind,register,
cell area after synthesis,123,µm²
share of layout cells above drive strength 1,25.0,%
CTS max path bufs,2,
total power per unit cell area,1510,nW/µm²
Site Rows,21,
Clock Pin Slew Worst Setup and Hold Paths,40,ps
final worst slack,54.4,ps
Pre-Place Util,3.59,%
setup slack at placement,-106,ps
Max-slew headroom,88.9,%
Adder Area Share,0,%
final WL,368,µm
Yosys reg bits,4,
postcts setup bufs,0,
Avg WL per Cell,5.49,µm
"Slew Viols, Final",0,
final non-filler cell total,67,
OpenROAD warning count,25,
Period minus WS final,946,ps
syn avg cell area,12.3,µm²
Iter 0 DRT Violations,9,
Tightest Pin Transition,166,ps
Vias per Instance,1.39,
core box area,3420,µm²
worst min-delay path class,in -> reg,
Setup CP Type,reg -> out,
Synth Area in XOR/XNOR,14.3,%
vias in the first global route,112,
Root Driver,clkbuf_4,
"Cell Chain, Critical Path",dlygate4sd2_1,
Leakage,0.104,nW
Simple-Gate Fraction of Synth Area,20.4,%
Synth Seq Share,65.3,%
io pins,8,
Yosys Instances,10,
CTS Hold Bufs,0,
Cells after DPL,63,
Crit. End Element,primary output,
max reg flops,4,
H-tree levels,1,
post-layout period usage,94.6,%
CTS tree,yes,
unrepaired setup endpoints after global routing,no,
total number of vias,93,
CP Max Fanout,1,
global route overflow,0,
VDD IR-drop max,161,µV
"CP delay by family, top",flip-flops,
Synth logic family,simple AND/OR/NAND/NOR gates,
number of synthesis warnings,1,
==> cell type report <==
| class | instances | area (µm²) | area share (%) |
|---|---|---|---|
| Sequential cell | 4 | 80.1 | 29.6 |
| Timing Repair Buffer | 7 | 65.1 | 24.1 |
| Tap cell | 46 | 57.6 | 21.3 |
| Multi-Input combinational cell | 6 | 42.5 | 15.7 |
| Clock buffer | 3 | 22.5 | 8.33 |
| Antenna cell | 1 | 2.50 | 0.926 |
==> layer usage <==
layer  track usage, %  up-vias  routed length (µm)
li1                 -       52                   -
met1            0.935       35                  99
met2             1.28        6                 148
met3             2.16        0                 120
met4            0.880        0                   0
met5                0        -                   0
==> worst paths after layout <==
path / start / endpoint / slack [ps] / cells after the start
worst min-delay path: movimiento[1] / IN[1]$_DFF_P_ / 570 / 2
worst max-delay path: IN[3]$_DFF_P_ / IN[3] / 50 / 1
==> cell families (layout without fill, tap and decap cells) <==
family	after synthesis	after routing
flip-flops	4	4
XOR/XNOR	2	2
AND/OR/NAND/NOR	4	4
other	0	1
buffers and inverters	0	10
==> through the flow <==
stage | power, mW | utilization, % | setup TNS [ps] | instance area [µm²]
floorplan | 0.187 | - | 0 | 123
global placement | 0.225 | 7.33 | -220 | 250
detailed placement | 0.226 | 7.33 | -342 | 250
CTS | 0.423 | 7.84 | 0 | 268
global route | 0.436 | 7.84 | 0 | 268
finish | 0.407 | 7.91 | 0 | 270
==> cell usage in the layout (no fill, tap or decap), drive strengths merged <==
cell type	n
dfxtp	4
diode	1
xnor2	2
dlygate4sd2	4
clkbuf	3
clkdlybuf4s50	3
and2b	2
nor2	2
==> synth_stat cells (all sizes together) <==
library cell / count / area, µm²
dfxtp: 4 / 80.1
and2b: 2 / 17.5
nor2: 2 / 7.51
xnor2: 2 / 17.5
==> power breakdown <==
part / switching, mW / internal [mW]
Clock: 0.0593 / 0.134
Sequential: 0.00198 / 0.171
Combinational: 0.0113 / 0.0297
Power is estimated from default activity; no workload was simulated.
