**./design.v**
```verilog
`timescale 1ns / 1ps
module divFreq(clk, newCLK, con);
input clk;
input [28:0]con;
output reg newCLK = 0;
reg [28:0] contador = 0;
always @(posedge clk) begin
	contador = contador + 1'b1;
	if(contador== con) begin
	contador = 0;
	newCLK=!newCLK;
	end
end
endmodule
`timescale 1ns / 1ps
module ultrasonido( input clk, 
                    input init, 
                    input echo,
                    output reg trig,
                    output reg [8:0] distance,
                    output reg done);
reg [14:0]counter = 0;
reg echoStart = 0;
reg [1:0]status = 0;
wire newCLK;
divFreq freq1(clk, newCLK, 'd50);
parameter Start = 0, Pulse = 'd1, Echo = 'd2;
always @ (posedge newCLK)begin
    case(status)
        Start:  begin
                    if(init) begin
                        done = 0;
                        counter = 0;
                        distance = 0;
                        status = Pulse;
                    end
                end
        Pulse:  begin
                    trig = 1'b1;
                    counter = counter + 1'b1;
                        if(counter == 'd11)begin
                            trig = 0;
                            counter = 0;
                            status = Echo;
                        end
                end
        Echo:   begin
                      if(echo)begin
                        echoStart = 1;
                        counter = counter + 1'b1;
                      end
                      if(echo == 0 && echoStart == 1)begin
                        if(counter == 0) status = Pulse;
                        else begin
                            distance = counter/'d58;
                            status = Start;
                            done = 1;
                        end
                      end
                end
    endcase 
end
endmodule
```
**./run.sh**
```bash
#!/bin/bash
# OpenROAD 26Q1-2900-gdf79404cd8, Yosys 0.63+post, stock flow scripts
make -C /OpenROAD-flow-scripts/flow DESIGN_CONFIG=/design/flow/config.mk WORK_HOME=/design/flow/orfs finish
```
**./config.mk**
```make
export PLATFORM = sky130hd
export DESIGN_NAME = ultrasonido
export DESIGN_NICKNAME = ultrasonido
export VERILOG_FILES = /design/flow/design.v
export SDC_FILE = /design/flow/constraint.sdc
export NUM_CORES = 4
export LEC_CHECK = 1
export CORE_UTILIZATION = 30
```
**./constraint.sdc**
```tcl
current_design ultrasonido

set clk_period 5.4
set clk_io_pct 0.2

create_clock -name clk0 -period $clk_period [get_ports {clk}]

set non_clock_inputs [all_inputs -no_clocks]
set_input_delay [expr $clk_period * $clk_io_pct] -clock clk0 $non_clock_inputs
set_output_delay [expr $clk_period * $clk_io_pct] -clock clk0 [all_outputs]
```
==> reports/summary.json <==
{
  "status": {
    "status": "finished clean"
  },
  "synthesis": {
    "synth_cell_type_count": 90,
    "numSynthFlops": 59,
    "synthesized_area_divided_by_synthesized_cell_count_um2": 8.40,
    "edf_count": 30,
    "netlist_area_mm2": 0.00554,
    "yosys_warnings": 2,
    "async_flop_share_pct": 0,
    "synth-cells-yosys": 659,
    "yosys_most_used_dff": "sky130_fd_sc_hd__edfxtp_1",
    "synthesis.instances": 659,
    "yosys-stat-area_mm2": 0.00554,
    "synth.yosys.seq_area_share_pct": 26.8
  },
  "power": {
    "vdd_ir_drop_max_v": 0.000192,
    "clockPowerShare_pct": 52.3,
    "seq_power_share_pct": 46.1,
    "power_frac_comb_pct": 1.6,
    "swShare_pct": 18.7,
    "power_density_cells_mw_per_mm2": 80.8,
    "p_leak_nw": 2.09,
    "total_switching_power_mw": 0.0906,
    "internal-power_mw": 0.394
  },
  "cts": {
    "tritoncts": "built",
    "post-cts-setup-buffers": 0,
    "cts-root-to-sink-buffers": 2,
    "clkSlewWorstSetupHoldPaths_ns": 0.05,
    "hold_buffer_count_at_cts": 0,
    "clock.latency.late_pin_ns": 0.27,
    "number_of_clock_buffers_inserted_by_tritoncts": 5,
    "cts_max_level": 2,
    "cts.repair.resized": 0,
    "cts_root_buf": "sky130_fd_sc_hd__clkbuf_16"
  },
  "setup_path": {
    "critical_path_start_type": "flop",
    "worstSetupPathType": "reg -> reg",
    "critPathArrivalTime_ns": 2.87,
    "timing.critical_path.to_type": "flop",
    "r2r_setup_slack_ns": 2.49,
    "reg2reg_from": "freq1.contador[5]$_SDFF_PN0_",
    "worst_r2r_path_depth": 10,
    "worst-endpoint-required_ns": 5.37,
    "startpoint": "freq1.contador[5]$_SDFF_PN0_",
    "crit-reg2reg-capture": "freq1.newCLK$_DFFE_PN_",
    "crit_end": "freq1.newCLK$_DFFE_PN_",
    "timing.critical_path.fanout_max": 5
  },
  "worst_hold_path": {
    "timing.hold.worst.class": "reg -> reg"
  },
  "drt": {
    "post_drt_wl_per_cell_um": 14.6,
    "route.detailed.drc": 0,
    "antenna_cells_inserted": 0,
    "number_of_vias_after_detailed_routing": 4854,
    "finalWirelength_um": 12900,
    "first_pass_iters": 5,
    "first_iter_violations": 301,
    "detail_route.vias_per_cell": 5.47,
    "postRouteAntennaNets": 0
  },
  "final_timing": {
    "rsz0062_at_grt": "no",
    "timing.final.hold_violations": 0,
    "post-route-period-util_pct": 53.8,
    "timing.slew.headroom_pct": 40.4,
    "setup-tns-final_ns": 0,
    "clock_skew_ns": 0.00680,
    "timing.final.max_slew_violations": 0,
    "max_freq_ghz": 0.344,
    "finalSetupViolCount": 0,
    "finalCriticalPeriod_ns": 2.91,
    "unclocked_regs": 29,
    "number_of_unconstrained_endpoints": 69,
    "tightestPinTransition_ns": 0.887
  },
  "layout": {
    "sequential_cell_area_mm2": 0.00148,
    "final_cell_area_mm2": 0.00600,
    "logic_area_mm2": 0.00383,
    "final_layout_size_suffix_gt1_share_pct": 9.73,
    "final_layout_fill_cell_count": 1882,
    "areaGrowthSynthToFinish_pct": 8.43,
    "mostFrequentLayoutCells": "sky130_fd_sc_hd__nor2_1 (67), sky130_fd_sc_hd__nand2_1 (55), sky130_fd_sc_hd__xnor2_1 (45)",
    "layout.cells.most_common": "sky130_fd_sc_hd__nor2_1"
  },
  "run": {
    "drv_cap": 0,
    "warning_count": 31
  },
  "floorplan": {
    "initial_utilization_pct": 30.7,
    "core_area_mm2": 0.0180,
    "placement_rows": 49,
    "io-pin-count": 14,
    "die-height_um": 138,
    "die_area_mm2": 0.0190,
    "dieWidth_um": 138
  },
  "placed_design": {
    "dpl_cell_area_mm2": 0.00586,
    "dp.final_hpwl_um": 9880,
    "gp_routability_congestion": 0.874,
    "place.port_buffers": 13
  },
  "global_routing": {
    "grt_antenna_before_repair": 0,
    "grt_usage_pct": 14.3,
    "maximum_number_of_pins_on_one_net_before_global_route_repair": 30,
    "grt_first_pass_wirelength_um": 21700,
    "first_global_vias": 4425,
    "globalRoute.totalOverflow": 0
  }
}
-- Yosys cell counts, types with 4 or more instances --
master,n,area [µm²]
sky130_fd_sc_hd__and2_1,7,43.8
sky130_fd_sc_hd__or3_1,5,31.3
sky130_fd_sc_hd__clkbuf_1,13,48.8
sky130_fd_sc_hd__nor2_1,67,251
sky130_fd_sc_hd__o31ai_1,5,37.5
sky130_fd_sc_hd__nand3_1,30,150
sky130_fd_sc_hd__nor4_1,14,87.6
sky130_fd_sc_hd__o211ai_1,17,128
sky130_fd_sc_hd__or2_2,4,25.0
sky130_fd_sc_hd__xor2_2,4,65.1
sky130_fd_sc_hd__o21a_1,4,30.0
sky130_fd_sc_hd__buf_4,8,60.1
sky130_fd_sc_hd__and3_1,12,75.1
sky130_fd_sc_hd__a22oi_1,8,60.1
sky130_fd_sc_hd__a21oi_1,30,150
sky130_fd_sc_hd__nand2_1,55,206
sky130_fd_sc_hd__edfxtp_1,30,901
sky130_fd_sc_hd__nand2b_1,10,62.6
sky130_fd_sc_hd__and4_1,4,35.0
sky130_fd_sc_hd__dfxtp_1,29,581
sky130_fd_sc_hd__inv_1,15,56.3
sky130_fd_sc_hd__a21o_1,9,67.6
sky130_fd_sc_hd__buf_2,11,55.1
sky130_fd_sc_hd__ha_1,11,138
sky130_fd_sc_hd__o311ai_0,4,35.0
sky130_fd_sc_hd__nand4_1,15,93.8
sky130_fd_sc_hd__o21ai_1,7,35.0
sky130_fd_sc_hd__o21ai_0,26,130
sky130_fd_sc_hd__mux2i_1,10,100
sky130_fd_sc_hd__xor2_1,23,201
sky130_fd_sc_hd__nor3_1,20,100
sky130_fd_sc_hd__a31oi_1,11,68.8
sky130_fd_sc_hd__xnor2_1,45,394
sky130_fd_sc_hd__o211a_1,7,70.1
-- state kept, by name, summed over array words and instances, names as in the netlist --
name            count
done                1
freq1.newCLK        1
distance            9
trig                1
status              2
echoStart           1
freq1.contador     29
counter            15
-- critical path: stages (launching register included) --
cell and delay [ns]:
sky130_fd_sc_hd__dfxtp_1 0.39, sky130_fd_sc_hd__and3_1 0.23, sky130_fd_sc_hd__nand3_1 0.11, sky130_fd_sc_hd__nor3_1 0.37, sky130_fd_sc_hd__and2_1 0.26, sky130_fd_sc_hd__nor2b_1 0.30
sky130_fd_sc_hd__xor2_1 0.14, sky130_fd_sc_hd__nor4_1 0.29, sky130_fd_sc_hd__nand2_1 0.07, sky130_fd_sc_hd__nor3_1 0.16, sky130_fd_sc_hd__and3_1 0.29
-- how the worst min path moves through the flow --
| stage | start | endpoint | slack (ns) | cells after the start |
|---|---|---|---|---|
| 4_1_cts | freq1.contador[28]$_SDFF_PN0_ | freq1.contador[28]$_SDFF_PN0_ | 0.45 | 1 |
| 5_1_grt | freq1.contador[28]$_SDFF_PN0_ | freq1.contador[28]$_SDFF_PN0_ | 0.48 | 1 |
| 6_report | freq1.contador[28]$_SDFF_PN0_ | freq1.contador[28]$_SDFF_PN0_ | 0.45 | 1 |
-- through the flow --
step	util, %	power (mW)	hold WS [ns]	setup WS (ns)	std cells
CTS	33.3	0.492	0.453	2.51	887
floorplan	-	0.233	0.425	2.80	659
global placement	32.5	0.236	0.447	2.56	879
finish	33.3	0.485	0.455	2.49	887
global route	33.3	0.502	0.480	2.25	887
detailed placement	32.5	0.236	0.446	2.52	879
-- power by group through the flow --
stage / sequential (mW) / clock, mW / combinational, mW
final: 0.223 / 0.254 / 0.00782
after global routing: 0.223 / 0.271 / 0.00866
after CTS: 0.223 / 0.261 / 0.00799
-- cells by family after synthesis --
| kind of cell | share of synthesized area, % |
|---|---|
| AND/OR/NAND/NOR | 26.4 |
| AND-OR/OR-AND | 24.9 |
| XOR/XNOR | 11.9 |
| flip-flops | 26.8 |
| buffers and inverters | 4.05 |
| multiplexers | 2.89 |
| adder cells (fa/ha/maj) | 3.05 |
-- layout make-up --
cell class,instances,area share (%)
clock inverter,2,0.167
timing repair buffer,23,3.42
sequential,59,24.7
multi-input combinational,552,63.8
clock buffer,6,2.15
tap,229,4.77
inverter,16,1.00
-- metal layers --
metal | vias to the layer above | GRT usage, % | share of wire [%]
li1 | 2497 | - | -
met1 | 2246 | 22.9 | 52
met2 | 103 | 22.3 | 45
met3 | 8 | 1.01 | 2.9
met4 | 0 | 1.09 | 0.54
met5 | - | 0 | 0
Power is estimated from default activity; no workload was simulated.
