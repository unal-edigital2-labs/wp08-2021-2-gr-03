<file path="flow/constraint.sdc">
current_design servo

set clk_period 5.8
set clk_io_pct 0.2

create_clock -name clk0 -period $clk_period [get_ports {clk}]

set non_clock_inputs [all_inputs -no_clocks]
set_input_delay [expr $clk_period * $clk_io_pct] -clock clk0 $non_clock_inputs
set_output_delay [expr $clk_period * $clk_io_pct] -clock clk0 [all_outputs]
</file>
<file path="flow/run.sh">
#!/bin/bash
# OpenROAD 26Q1-2900-gdf79404cd8, Yosys 0.63+post, stock flow scripts
make -C /OpenROAD-flow-scripts/flow DESIGN_CONFIG=/design/flow/config.mk WORK_HOME=/design/flow/orfs finish
</file>
<file path="flow/design.v">
`timescale 1ns / 1ps
module servo(clk, pwm, pos);
input clk;
input [1:0]pos;
output reg pwm;
reg [20:0]contador = 0;
parameter  I = 0, C = 1, D = 2;
always@(posedge clk)begin
	contador = contador + 1;
	if(contador =='d1_000_000) begin
	   contador = 0;
	end
	case(pos)
        I:  pwm = (contador < 'd50_000) ? 1:0;
        C:  pwm = (contador < 'd150_000) ? 1:0;
        D:  pwm = (contador < 'd200_000) ? 1:0;
        default:
                pwm = (contador < 'd150_000) ? 1:0;
    endcase
end
endmodule
</file>
<file path="flow/config.mk">
export PLATFORM = sky130hd
export DESIGN_NAME = servo
export DESIGN_NICKNAME = servo
export VERILOG_FILES = /design/flow/design.v
export SDC_FILE = /design/flow/constraint.sdc
export NUM_CORES = 4
export LEC_CHECK = 1
export CORE_AREA = 10 10 85 85
export DIE_AREA = 0 0 95 95
</file>
==> results.txt <==
The full implementation flow was run.

Internal power comes to 0.2147 mW. The final number of hold-violating endpoints stands at 0. Buffers placed on the I/O ports in this run total 3. The post-synth count of flops with an enable pin is 0. The share of layout cells above drive strength 1 stands at 11.76%.

The data arrival at the endpoint of the critical path stands at 3.21 ns. Based on the critical path, the design can be clocked at up to 330.9 MHz. TritonCTS built the clock tree. For this run, the chip area from Yosys synthesis comes to 0.001478 mm2.

The synthesized flop and latch total stands at 22. The clock latency on the worst-skew pair stands at 0.26 ns. The via count of the first global-routing pass was 1167. The post-detailed-route DRC marker count stands at 0. The number of H-tree levels stands at 1. The max-slew check reports its worst relative slack as 54.36%.

Switching power as a fraction of the total was reported as 19.57%. Per the post-CTS timing run, clock transition at the registers of the reported paths is 0.08 ns. The worst-case IR drop observed on VDD is 0.1079 mV. After the first detailed-routing iteration, the DRC count stood at 110. The number of antenna violations at the first check in global routing is 0. The period utilization stands at 52.11%. The routed via count divided by cell count stands at 5.103. The cell family contributing the most delay on the critical path is simple AND/OR/NAND/NOR gates. The overall overflow remaining after global route stands at 0. For the pin with the worst max-slew slack, the measured transition is 0.6795 ns. 4 I/O pins were placed. STA lists the startpoint of the worst register-to-register path as contador[0]. STA classifies the critical path endpoint as a flip-flop. Per STA, the startpoint of the critical path is contador[0].

After its last routability iteration, the placer logged a weighted congestion of 0.8901. The leakage component of the power was reported as 0.5236 nW. Among all stages on the critical path, the maximum delay recorded is 0.56 ns. The biggest fanout along the worst timing path stands at 12.

The cell depth of the worst hold path stands at 1. After clock tree synthesis, the repair step resized 0 gates. The pin count of the biggest net entering global routing stands at 13. The core box area stands at 0.005473 mm2. The average routed wire per standard cell stands at 13.27 um. The total clock sinks stands at 22.

The synthesis report names the predominant flop master as sky130_fd_sc_hd__dfxtp_1. The switching power summed over all nets stands at 0.05225 mW. Counting I/O delays and the setup requirement, the final critical path takes 3.022 ns. The first global-routing pass estimated 5609 um of wire. For the worst reg-to-reg path, the endpoint reported by OpenROAD is pwm.

Setup repair after global routing left no endpoint under its margin. Per the STA report, the cell with the highest stage delay on the worst path is sky130_fd_sc_hd__nor4_4. The number of buffers created by CTS stands at 3. The script computed a power per unit cell area of 167.4 mW/mm2. By startpoint and endpoint, the worst setup path is classified as reg -> reg. Buffers added to address setup during post-CTS repair amount to 0. In the final run the clock tree shows a worst skew of 0.002775 ns.

Summing over every cut layer, the via total after detailed routing is 1235. The final layout report lists a filler cell count of 593. The warning tally printed by Yosys for this design is 1.

The proportion of power drawn by combinational gates stands at 1.6%. The root buffer cell chosen for the clock tree is sky130_fd_sc_hd__clkbuf_8. Once detail routing completed, the nets flagged for antenna violations numbered 0. The worst-case setup slack after placement stands at 2.822 ns. The required arrival time at the worst endpoint stands at 5.99 ns. The wire length reported by the detailed router stands at 3211 um.

The post-synthesis cell type count stands at 51. The worst setup path is launched from a flip-flop. Ranked by total cell area, the synthesized netlist is headed by sky130_fd_sc_hd__dfxtp_1 30%, sky130_fd_sc_hd__xnor2_1 7.7%, sky130_fd_sc_hd__xor2_1 4.7%. The register cell area after layout stands at 440.4 um2. In the floorplan report the effective utilization is 27.00%. The post-DP HPWL stands at 2393 um. The max-cap violation count stands at 0. Per the detail_route report, inserted antenna diodes total 0. The number of rows created at floorplan stands at 27. The largest total area in the synthesized netlist belongs to sky130_fd_sc_hd__dfxtp_1. The final worst slack stands at 2.778 ns.

The netlist area before placement stands at 0.001478 mm2. The path class of the tightest hold or removal check is reg -> reg. The cell count listed in synth_stat.txt stands at 172. The share of total power dissipated in sequential elements is 56.7%.

Hold repair after CTS inserted 0 buffers. Across every metal layer, demand over resource in global routing totals 7.511%. Yosys reports that the most numerous cell types are 22 x sky130_fd_sc_hd__dfxtp_1, 18 x sky130_fd_sc_hd__nor2_1, 13 x sky130_fd_sc_hd__xnor2_1.

The logic depth of the worst register-to-register path stands at 8. Along the critical path, the tally of buffer and inverter instances is 0. Leaving out buffers and inverters, the combinational logic in the layout accounts for 945.9 um2. The die span in x stands at 95 um.

The final total negative setup slack stands at 0 ns. From synthesis to final layout, the design area changed by 7.959%. After technology mapping, the gate count stands at 172. The clock network accounts for 41.7% of the total power. Before antenna repair, the detailed router went through 4 iterations. The tally of OpenROAD warnings stands at 25. The share of the synthesized area in the top cell type stands at 29.81%. According to the floorplan report, the total die area is 0.009025 mm2.

Of the synthesized area, sequential elements account for 29.81%. The end-of-flow timing check tallies setup violations at 0. For reference, the final report shows the max-slew violation count at 0. The flow ran to the end, and the final reports show no timing, DRC or antenna violations. Per the CTS log, the buffer count on the longest clock path is 2. Per STA, the endpoint of the critical path is pwm.

The die outline height stands at 95 um. By instance count, the leading cell after synthesis is sky130_fd_sc_hd__dfxtp_1. Per the synth stats, the proportion of register bits with asynchronous set or reset is 0%. The flop-to-flop setup slack stands at 2.78 ns. The number of cells on the critical path stands at 8.

Walking the worst path, the cells encountered are ha_1 > nand3_1 > nor3_1 > mux2i_1 > nand4_1 > nor4_4 > a2111oi_0 > a211oi_2. The post-synthesis area per instance stands at 8.591 um2.
==> how the worst min path moves through the flow <==
stage,start,to,slack (ns)
after global routing,contador[20],contador[20],0.55
after CTS,contador[20],contador[20],0.51
final,contador[20],contador[20],0.52
==> placed cells by master, fill, tap and decap left out, types with 2 or more instances in the layout <==
master | netlist | layout
sky130_fd_sc_hd__dfxtp_1 | 22 | 22
sky130_fd_sc_hd__nor2_1 | 18 | 18
sky130_fd_sc_hd__xnor2_1 | 13 | 13
sky130_fd_sc_hd__nand2_1 | 10 | 10
sky130_fd_sc_hd__inv_1 | 9 | 9
sky130_fd_sc_hd__xor2_1 | 8 | 8
sky130_fd_sc_hd__o21ai_0 | 8 | 8
sky130_fd_sc_hd__nand3_1 | 6 | 6
sky130_fd_sc_hd__nand4_1 | 6 | 6
sky130_fd_sc_hd__nor4_1 | 4 | 4
sky130_fd_sc_hd__clkbuf_8 | 0 | 4
sky130_fd_sc_hd__nor3_1 | 3 | 3
sky130_fd_sc_hd__and4_1 | 3 | 3
sky130_fd_sc_hd__and3_1 | 3 | 3
sky130_fd_sc_hd__a31oi_1 | 3 | 3
sky130_fd_sc_hd__nor4_2 | 3 | 3
sky130_fd_sc_hd__or3_1 | 3 | 3
sky130_fd_sc_hd__a211oi_1 | 3 | 3
sky130_fd_sc_hd__clkdlybuf4s50_1 | 0 | 3
sky130_fd_sc_hd__nand3_2 | 2 | 2
sky130_fd_sc_hd__or2_1 | 2 | 2
sky130_fd_sc_hd__and2_1 | 2 | 2
sky130_fd_sc_hd__nor4_4 | 2 | 2
sky130_fd_sc_hd__nor4b_1 | 2 | 2
sky130_fd_sc_hd__o211ai_1 | 2 | 2
sky130_fd_sc_hd__nand2b_1 | 2 | 2
sky130_fd_sc_hd__a32oi_1 | 2 | 2
==> routing by layer <==
layer / track usage (%) / routed length (um)
met2: 11.61 / 1458
met4: 0.6234 / 23
met3: 1.202 / 145
met1: 11.23 / 1585
met5: 0 / 0
==> worst reg2reg max path, stage by stage (launching register included) <==
cell	delay, ns
sky130_fd_sc_hd__dfxtp_1	0.46
sky130_fd_sc_hd__ha_1	0.37
sky130_fd_sc_hd__nand3_1	0.26
sky130_fd_sc_hd__nor3_1	0.36
sky130_fd_sc_hd__mux2i_1	0.33
sky130_fd_sc_hd__nand4_1	0.21
sky130_fd_sc_hd__nor4_4	0.56
sky130_fd_sc_hd__a2111oi_0	0.18
sky130_fd_sc_hd__a211oi_2	0.22
==> state kept, by name, summed over array words and instances, names as in the netlist <==
name      count
contador     21
pwm           1
==> final cells by class <==
class	count	area share [%]
multi-input cells	132	59.29
clock buffers	4	3.451
flip-flops and latches	22	27.61
repair buffers	3	1.882
inverters	9	2.118
well taps	72	5.647
==> power groups by stage <==
stage	logic, mW	registers (mW)	clock network, mW
finish	0.00433	0.151	0.111
global route	0.00476	0.151	0.120
CTS	0.00437	0.151	0.114
==> cell families after synthesis <==
family	share of synthesized area (%)
buf+inv	6.181
fa+ha+maj	0.8466
flops	29.81
mux	0.6774
xor+xnor	12.45
simple gates	34.21
compound gates	15.83
==> through the flow <==
stage | hold WS (ns) | cells | power, mW | util [%] | cell area [um2]
after global placement | 0.5018 | 238 | 0.1593 | 28.14 | 1540
after detailed placement | 0.4970 | 238 | 0.1594 | 28.14 | 1540
after global routing | 0.5538 | 242 | 0.2764 | 29.15 | 1595
after floorplan | 0.4603 | 172 | 0.1566 | - | 1478
after CTS | 0.5097 | 242 | 0.2703 | 29.15 | 1595
final | 0.5157 | 242 | 0.2670 | 29.15 | 1595
No activity file was given, so power comes from the tool's default toggle rates.
